==> design/flow/design.v <==
module alu (input [1:0] opcode, input [511:0] A1, input [511:0] A2, 
    output reg [1023:0] dataOut
);
always @(*) begin
    case(opcode)
        2'b00: 
            dataOut = $signed(A1 + A2);
        2'b01:
            dataOut = $signed(A1 * A2);     
    endcase
end
endmodule
module Memory (input clk, input writeFlag, readFlag,
    input [8:0] addr, input [31:0] dataIn,
    output reg [31:0] dataOut
);
reg signed [31:0] mem [511:0];
always @(posedge clk) begin
    if (readFlag) begin
        dataOut <= mem[addr];
    end else if (writeFlag) begin
        mem[addr] <= dataIn;
    end
end
endmodule
module processor (input clk,reset,memRead,regWrite, memWrite,
    input [8:0] memAddr,
    input [1:0] regAddr1, 
    input [1:0] regAddr2, 
    input [1:0] opcode, 
    input [31:0] dataIn, output [31:0] dataOut, 
    output reg signed [1023:0] answerOfAlu
);
wire signed [511:0] dataOut1, dataOut2;
wire signed [1023:0] answerOfALU;
reg signed [511:0] registerDataIn;
assign answerOfAlu = answerOfALU;
assign registerDataIn = dataOut;
alu myAlu (opcode,dataOut1,dataOut2, answerOfALU);
registerFile regFile (clk, reset, regWrite, registerDataIn,regAddr1, regAddr2, 
    dataOut1, dataOut2);
Memory mem (clk, memWrite, memRead, memAddr, dataIn, dataOut);
endmodule
module registerFile (
    input clk, reset, writeFlag, input [511:0] dataIn,
    input [1:0] addr1, addr2, output reg [511:0] dataOut1, dataOut2
);
reg signed[511:0] A1, A2,A3,A4;
always @(*) begin
    case (addr1)
        2'b00: dataOut1 <= A1; 
        2'b01: dataOut1 <= A2;  
        2'b10: dataOut1 <= A3; 
        2'b11: dataOut1 <= A4;
    endcase     
    case (addr2)
        2'b00: dataOut2 <= A1; 
        2'b01: dataOut2 <= A2;  
        2'b10: dataOut2 <= A3; 
        2'b11: dataOut2 <= A4;
    endcase
end
always @(posedge clk, posedge reset) begin
    if (reset == 1) begin
        A1 <= 512'b0; A2 <= 512'b0;
        A3 <= 512'b0; A4 <= 512'b0;
    end else if (writeFlag) begin
        case (addr1)
            2'b00: A1 <= dataIn; 
            2'b01: A2 <= dataIn; 
            2'b10: A3 <= dataIn; 
            2'b11: A4 <= dataIn; 
        endcase
    end
end
endmodule
==> design/flow/run.sh <==
#!/bin/bash
# OpenROAD 26Q1-2900-gdf79404cd8, Yosys 0.63+post, stock flow scripts
make -C /OpenROAD-flow-scripts/flow DESIGN_CONFIG=/design/flow/config.mk WORK_HOME=/design/flow/orfs finish
==> design/flow/config.mk <==
export PLATFORM = sky130hd
export DESIGN_NAME = processor
export DESIGN_NICKNAME = processor
export VERILOG_FILES = /design/flow/design.v
export SDC_FILE = /design/flow/constraint.sdc
export NUM_CORES = 4
export LEC_CHECK = 1
export CORE_UTILIZATION = 50
export SYNTH_MEMORY_MAX_BITS = 65536
==> design/flow/constraint.sdc <==
current_design processor

set clk_period 8.3
set clk_io_pct 0.2

create_clock -name clk0 -period $clk_period [get_ports {clk}]

set non_clock_inputs [all_inputs -no_clocks]
set_input_delay [expr $clk_period * $clk_io_pct] -clock clk0 $non_clock_inputs
set_output_delay [expr $clk_period * $clk_io_pct] -clock clk0 [all_outputs]
==> flow_metrics.env <==
# flow metrics
export IMPL_die_y_um=1167
export IMPL_wirelength_um=2133000
export IMPL_routed_via_density=6.190
export IMPL_worst_setup_path_start_kind="input pin"
export IMPL_overflow=0
export IMPL_r2r_setup_slack_ps=3290
export IMPL_enable_flop_cells=16416
export IMPL_unclocked_regs=68
export IMPL_violations="max-capacitance violations, max-slew violations"
export IMPL_clk_latency_ps=1370
export IMPL_synth_cell_types=71
export IMPL_fp_utilization_pct=50.16
export IMPL_dominantRegCellSynth="edfxtp_1"
export IMPL_top_cell_area_share_pct=72.67
export IMPL_cts_post_setup_buffers_inserted=0
export IMPL_areaGrowthSynthToFinish_pct=12.80
export IMPL_fin_area_um2=765100
export IMPL_cp_max_fo=42
export IMPL_ys_warn_count=5
export IMPL_num_rows=427
export IMPL_warnings=68
export IMPL_io_buffers=151
export IMPL_async_reset_ff_share_pct=0.7705
export IMPL_rsz0062_at_grt="no"
export IMPL_wire_per_inst_um=40.24
export IMPL_top_cell="edfxtp_1"
export IMPL_worst_pin_slew_ps=1649
export IMPL_crit_path_end_kind="register"
export IMPL_grt_max_degree=121
export IMPL_fmax_mhz=148.5
export IMPL_cts_resized=0
export IMPL_place_area_um2=710800
export IMPL_root_buffer="clkbuf_16"
export IMPL_cp_cell_sequence="buf_16 -> buf_12 -> buf_12 -> buf_4 -> mux4_2 -> mux4_2 -> a22oi_1 -> nand4_1 -> or4_1"
export IMPL_syn_area_um2=678300
export IMPL_hold_end="regFile.A2[6]"
export IMPL_ys_ff=16612
export IMPL_top_area_cell="edfxtp_1"
export IMPL_cts_tree="yes"
export IMPL_r2r_worst_path_cells=5
export IMPL_period_used_pct=81.15
export IMPL_tns_ps=0
export IMPL_min_period_ps=6735
export IMPL_common_cells="edfxtp_1 (16416), mux4_2 (4864), inv_1 (1318)"
export IMPL_numCtsBuffers=1741
export IMPL_grt_pass1_wl_um=2916000
export IMPL_ys_cells=31211
export IMPL_place_gp_congestion=0.9620
export IMPL_vias=328073
export IMPL_hold_class="reg2reg"
export IMPL_dieWidth_um=1167
export IMPL_avgSynthCellArea_um2=21.73
export IMPL_antenna_found_initial=248
export IMPL_required_ps=9360
export IMPL_ios=1108
export IMPL_status="finished, violations left"
export IMPL_drc=0
export IMPL_slowest_stage="nand4_1"
export IMPL_top_cells_by_area="edfxtp_1 (73%), mux4_2 (16%), fa_1 (2.7%)"
export IMPL_cp_arrival_ps=7790
export IMPL_cts_buffer_depth=6
export IMPL_setup_violations_final=0
export IMPL_finalMaxSlewViolations=21
export IMPL_path_clk_slew_ps=60
export IMPL_first_pass_iters=6
export IMPL_ys_area_um2=678300
export IMPL_htreeDepth=7
export IMPL_grt_pass1_vias=361720
export IMPL_untimed_endpoints=136
export IMPL_core_um2=1352000
export IMPL_syn_inst=31211
export IMPL_ant_nets=0
export IMPL_worstHoldStart="regFile.A2[6]"
export IMPL_slowest_delay_ps=1450
export IMPL_finalHoldViolations=0
export IMPL_rr_endpoint="mem.dataOut[9]"
export IMPL_path_buffers=4
export IMPL_crit_reg2reg_launch="mem.mem[119][9]"
export IMPL_slew_headroom_pct=-10.35
export IMPL_finalClockSkew_ps=116.2
export IMPL_hpwlAfterDp_um=1336000
export IMPL_min_delay_path_depth=1
export IMPL_crit_type="in2reg"
export IMPL_drt_initial_drc_count=21585
export IMPL_path_delay_family="simple AND/OR/NAND/NOR gates"
export IMPL_maxCapViolations=3
export IMPL_layout_drive_gt1_share_pct=28.53
export IMPL_chip_area_um2=1361000
export IMPL_hold_buffers=0
export IMPL_groute_usage_overall_pct=35.89
[registers in the layout, summed over array words and instances, names as in the netlist]
signal	flops
mem.dataOut	32
mem.mem	16384
myAlu.dataOut	68
regFile.A1	32
regFile.A2	32
regFile.A3	32
regFile.A4	32
[layout by cell type, fill, tap and decap left out, drive strengths merged, types with 39 or more instances in the layout]
cell and count:
nor2 934, clkinv 761, fa 900, nand2 923, a21o 39, mux2i 502
conb 956, inv 1343, ha 610, a21oi 164, mux4 4864, diode 421
a31oi 49, o22ai 75, a22oi 411, nand3 125, clkinvlp 48, edfxtp 16416
clkdlybuf4s50 105, bufinv 119, dlxtn 68, buf 1775, nand4 84, xnor2 50
o21ai 169, and2 129, dfrtp 128, clkbuf 2141, mux2 276
[cell type report]
type / instances / area (µm²)
Fill cell: 96865 / 587100
Clock inverter: 947 / 7525
Timing Repair Buffer: 1881 / 16400
Sequential cell: 16612 / 497200
Clock buffer: 2140 / 45700
Inverter: 1324 / 4987
Multi-Input combinational cell: 11660 / 169800
Antenna cell: 421 / 1054
Tap cell: 18018 / 22540
[stage by stage]
| stage | setup slack [ps] | std cells | hold WS, ps | utilization (%) |
|---|---|---|---|---|
| after floorplan | 2403 | 32166 | 490.6 | - |
| final | 1565 | 53003 | 521.7 | 56.58 |
| after detailed placement | 514.8 | 49491 | 510.3 | 52.57 |
| after CTS | 1965 | 52578 | 525.0 | 56.50 |
| after global placement | 146.6 | 49486 | 499.9 | 52.56 |
| after global routing | 1619 | 52887 | 536.9 | 56.56 |
[how the worst max path moves through the flow]
stage | from | endpoint | slack (ps) | cells after the start
4_1_cts | memAddr[0] | mem.dataOut[23] | 1970 | 9
5_1_grt | memAddr[0] | mem.dataOut[3] | 1620 | 11
6_report | memAddr[0] | mem.dataOut[9] | 1560 | 9
[routing by layer]
layer | up-vias | global-route usage [%] | share of wire [%] | wire length (µm)
met5 | - | 8.621 | 0.62 | 13250
met1 | 165858 | 37.69 | 25 | 543100
li1 | 130622 | - | - | -
met4 | 296 | 16.71 | 6.4 | 137200
met2 | 27084 | 47.19 | 44 | 948200
met3 | 4213 | 34.82 | 23 | 490900
[logic make-up (layout without fill, tap and decap cells)]
logic type | after synthesis | count (layout) | synth area share (%)
mux | 5642 | 5642 | 17.35
compound gates | 1117 | 1117 | 1.117
other cells | 1 | 1377 | 0.0005528
simple gates | 2356 | 2356 | 1.467
xor+xnor | 79 | 79 | 0.1020
flops | 16544 | 16544 | 73.14
latches | 68 | 68 | 0.1504
buf+inv | 3894 | 6292 | 2.890
fa+ha+maj | 1510 | 1510 | 3.781
[worst register-to-register path, cell delays in order, from the launching register on]
cell and delay [ps]:
edfxtp_1 360, mux4_2 500, mux4_2 500, a22oi_1 950
nand4_1 1460, or4_1 940
